### flow/design.v
module control_unit (
    input [3:0] opcode,
    output  reg_we, is_jump, wb_sel
);
assign reg_we = (opcode != 4'b1111 && opcode != 4'b0000 && opcode != 4'b1001);
assign is_jump = (opcode == 4'b1111);
assign wb_sel = (opcode == 4'b0111);
endmodule
module gpu_core (
    input clk, rst,
    input [3:0] buttons,  
    input [7:0] i_time,
    input [7:0] i_y,  
    output [31:0] debug_out
);
logic [7:0] pc_out;
logic [15:0] instr_raw;
logic reg_we, is_jump, wb_sel;
logic [3:0] opcode, dest, src1, src2;
logic [7:0] imm;
logic [31:0] reg_data1, reg_data2, alu_result;
logic [31:0] writeback_data;
assign writeback_data = wb_sel ? {4{imm}} : alu_result; 
prgrm_counter pc (.clk(clk), .rst(rst),
                  .is_jmp(is_jump), .jmp_target(imm),
                  .pc_addr(pc_out)
                );
instr_rom rom (.addr(pc_out), .dout(instr_raw));
instr_decoder decode (.instr(instr_raw), .opcode(opcode), 
.dest(dest), .src1(src1), .src2(src2), .imm(imm));
control_unit ctrl (.opcode(opcode), .reg_we(reg_we), .is_jump(is_jump), .wb_sel(wb_sel));
vector_alu alu (.op_a(reg_data1), .op_b(reg_data2), .opcode(opcode), .result(alu_result));
vector_reg_file v1 (.clk(clk), .we(reg_we), .r_addr1(src1),
 .r_addr2(src2), .w_addr(dest), .w_data(writeback_data), 
 .r_data1(reg_data1), .r_data2(reg_data2),.buttons(buttons), 
 .i_time(i_time), .i_y(i_y));
assign debug_out = reg_data1;
endmodule
module instr_decoder(
    input [15:0] instr,
    output [3:0] opcode,
    output [3:0] dest,
    output [3:0] src1,
    output [3:0] src2,
    output [7:0] imm
);
assign opcode = instr[15:12];
assign dest = instr[11:8];
assign src1 = instr[7:4];
assign src2 = instr[3:0];
assign imm = instr[7:0];
endmodule
module instr_rom(
    input [7:0] addr,  
    output [15:0] dout  
);
reg [15:0] temp ;  
    always @(*) begin
        case(addr) 
        8'b0000_0000 :  temp = 16'b0111_0010_0000_0010 ; 
        8'b0000_0001 :  temp = 16'b0001_0001_1100_1110 ; 
        8'b0000_0010 :  temp = 16'b0010_0001_0001_1101 ; 
        8'b0000_0011 :  temp = 16'b0100_0001_0001_0010 ; 
        8'b0000_0100 :  temp = 16'b1111_0000_0000_0001 ; 
        default : temp = 16'b0;  
        endcase
    end
assign dout = temp;
endmodule
module prgrm_counter (
    input clk,
    input rst,
    input is_jmp,  
    input [7:0] jmp_target,  
    output reg [7:0] pc_addr  
);
    always @(posedge clk or posedge rst) begin
        if(rst) pc_addr <= 0;  
        else begin
            if(is_jmp) pc_addr <= jmp_target;  
            else begin
                pc_addr <= pc_addr + 1;  
            end
        end
    end
endmodule
module top_programmable (
    input clk, btnC, btnU ,btnD, btnL, btnR,
    output Hsync,Vsync,
    output [3:0] vgaRed,vgaGreen,vgaBlue
);
logic [1:0] cnt;
logic [9:0] px_x;  
logic [8:0] px_y;  
logic visible;
logic [31:0] gpu_result;
logic clk_25mhz; 
reg [31:0] frame_timer;
reg [7:0] lane_data;
logic [7:0] slow_time;  
wire vsync_int;
reg vsync_prev = 0;
reg [3:0] btn_accum = 0;
wire [7:0] scaled_y = px_y [8:1] ;
always @(posedge clk) begin
    cnt <= cnt + 1;
   clk_25mhz <= cnt[1];
end
always @(posedge clk_25mhz) begin
    if (btnC) begin 
        frame_timer <= 0;
        vsync_prev <= 0;
        btn_accum <= 0;
    end
    else begin 
        vsync_prev <= vsync_int;
        if(vsync_prev == 0 && vsync_int == 1)begin 
             frame_timer <= frame_timer + 1;
            if (btnU) btn_accum <= btn_accum + 1;
            if (btnD) btn_accum <= btn_accum - 1;
            if (btnR) btn_accum <= btn_accum + 4;
            if (btnL) btn_accum <= btn_accum - 4;
        end
    end
end
assign slow_time = frame_timer[12:5] ;  
vga_controller vga (.clk(clk_25mhz), .rst(btnC),
                    .hsync(Hsync), .vsync(vsync_int), 
                    .px_x(px_x),.px_y(px_y), .visible(visible));
gpu_core gpu (.clk(clk_25mhz), .rst(btnC),
              .buttons({btn_accum}),
              .debug_out(gpu_result),
              .i_time(slow_time),.i_y(scaled_y));
always @(*) begin
    if(px_x < 160) lane_data = gpu_result[7:0];
    else if (px_x < 320) lane_data = gpu_result[15:8];
    else if (px_x < 480) lane_data = gpu_result[23:16];
    else lane_data = gpu_result[31:24];
end
assign vgaGreen = visible ? lane_data[7:4] : 0;   
assign vgaRed = visible ? lane_data[5:2] : 0 ;
assign vgaBlue = visible ? lane_data[3:0] : 0;
assign Vsync = vsync_int;
endmodule
module vector_alu (
    input [31:0] op_a,
    input [31:0] op_b,
    input [3:0] opcode,
    output [31:0] result
);
reg [7:0] temp_mmry_a [0:3];  
reg [7:0] temp_mmry_b [0:3];
reg [7:0] temp_result [0:3];  
integer i;
always @(*) begin
    temp_mmry_a[0] = op_a[31:24];
    temp_mmry_a[1] = op_a[23:16];
    temp_mmry_a[2] = op_a[15:8];
    temp_mmry_a[3] = op_a[7:0];
    temp_mmry_b[0] = op_b[31:24];
    temp_mmry_b[1] = op_b[23:16];
    temp_mmry_b[2] = op_b[15:8];
    temp_mmry_b[3] = op_b[7:0];
    for (i=0; i<4;i = i + 1) begin
        case(opcode)
        4'b0001 : temp_result[i] = temp_mmry_a[i] + temp_mmry_b[i];
        4'b0010 : temp_result[i] = temp_mmry_a[i] - temp_mmry_b[i];
        4'b0011 : temp_result[i] = temp_mmry_a[i] ^ temp_mmry_b[i];
        4'b0100 : temp_result[i] = temp_mmry_a[i] << temp_mmry_b[i];
        4'b0101 : temp_result[i] = temp_mmry_a[i] >> temp_mmry_b[i];
        default : temp_result[i] = 0;
        endcase
    end
end
assign result = {temp_result[0],temp_result[1],temp_result[2],temp_result[3]}; 
endmodule
module vector_reg_file #(parameter DATA_WIDTH = 8, LANES = 4, REG_COUNT = 16)
(
    input clk,
    input we,
    input [3:0] r_addr1,
    input [3:0] r_addr2,
    input [3:0] w_addr,
    input [3:0] buttons,
    input[7:0] i_time,
    input [7:0] i_y,
    input [31:0] w_data,
    output [31:0] r_data1,
    output [31:0] r_data2
);
wire [31:0] temp_button = {4{4'b0,buttons}};
reg [31:0] reg_mmry [0:15];  
integer i;
initial begin
    for (i =0; i<16; i = i + 1) begin
        reg_mmry[i] =0;
    end
end
always @(posedge clk) begin
    if(we && w_addr != 0) reg_mmry[w_addr] <= w_data;  
end
assign r_data1 =   (r_addr1 == 0)  ? 32'b0 :   
                   (r_addr1 == 12) ? temp_button :  
                   (r_addr1 == 14) ? 32'hC0804000 :  
                   (r_addr1 == 15) ? {4{i_time}} :  
                   (r_addr1 == 13) ? {4{i_y}} :  
                   reg_mmry[r_addr1];  
assign r_data2 =   (r_addr2 == 0)  ? 32'b0 :   
                   (r_addr2 == 12) ? temp_button :  
                   (r_addr2 == 14) ? 32'hC0804000 :  
                   (r_addr2 == 15) ? {4{i_time}} :  
                   (r_addr2 == 13) ? {4{i_y}} :  
                   reg_mmry[r_addr2];
endmodule
`timescale 1ns / 1ps
module vga_controller(
    input  wire clk,            
    input  wire rst,
    output reg  hsync,
    output reg  vsync,
    output wire [9:0] px_x,     
    output wire [8:0] px_y,     
    output wire visible
);
    localparam H_VISIBLE = 640;
    localparam H_FRONT   = 16;
    localparam H_SYNC    = 96;
    localparam H_BACK    = 48;
    localparam H_TOTAL   = 800;
    localparam V_VISIBLE = 480;
    localparam V_FRONT   = 10;
    localparam V_SYNC    = 2;
    localparam V_BACK    = 33;
    localparam V_TOTAL   = 525;
    reg [9:0] hcount = 0;
    reg [9:0] vcount = 0;
    always @(posedge clk) begin
        if (rst) begin
            hcount <= 0;
            vcount <= 0;
        end else begin
            if (hcount == H_TOTAL-1) begin
                hcount <= 0;
                if (vcount == V_TOTAL-1)
                    vcount <= 0;
                else
                    vcount <= vcount + 1;
            end else begin
                hcount <= hcount + 1;
            end
        end
    end
    always @(*) begin
        hsync = ~((hcount >= H_VISIBLE + H_FRONT) && (hcount < H_VISIBLE + H_FRONT + H_SYNC));
        vsync = ~((vcount >= V_VISIBLE + V_FRONT) && (vcount < V_VISIBLE + V_FRONT + V_SYNC));
    end
    assign visible = (hcount < H_VISIBLE) && (vcount < V_VISIBLE);
    assign px_x = hcount[9:1]; 
    assign px_y = vcount[8:1];
endmodule
### flow/run.sh
#!/bin/bash
# OpenROAD 26Q1-2900-gdf79404cd8, Yosys 0.63+post, stock flow scripts
make -C /OpenROAD-flow-scripts/flow DESIGN_CONFIG=/design/flow/config.mk WORK_HOME=/design/flow/orfs finish
### flow/config.mk
export PLATFORM = sky130hd
export DESIGN_NAME = top_programmable
export DESIGN_NICKNAME = top_programmable
export VERILOG_FILES = /design/flow/design.v
export SDC_FILE = /design/flow/constraint.sdc
export NUM_CORES = 4
export LEC_CHECK = 1
export CORE_UTILIZATION = 40
### flow/constraint.sdc
current_design top_programmable

set clk_period 1.0
set clk_io_pct 0.2

create_clock -name clk0 -period $clk_period [get_ports {clk}]

set non_clock_inputs [all_inputs -no_clocks]
set_input_delay [expr $clk_period * $clk_io_pct] -clock clk0 $non_clock_inputs
set_output_delay [expr $clk_period * $clk_io_pct] -clock clk0 [all_outputs]
==> impl_metrics.ini <==
; physical design summary
[critical_path]
crit_family = flip-flops
crit_fanout = 2
critical_path_class = reg -> reg
cp.required_ns = 1.11
critPathCaptureType = register
start_kind = register
cpPeakStageDelay_ns = 0.31
path_cells = xor2_1
cp_slowest_cell = dfxtp_1
cp_num_buf_inv = 0
crit_arrival_ns = 0.69

[synthesis]
yosysSeqAreaShare_pct = 40.1
postSynthAreaPerCell_sq_um = 9.23
yosys-stat-cells = 1273
yosys_most_used_dff = edfxtp_1
synthArstFlopShare_pct = 4.65
syn_area_sq_um = 11800
ys_area_sq_um = 11800
syn_inst = 1273
ys_warn_count = 9
synth_cell_types = 82
ys_ff = 172
edf_count = 123

[route]
ant_nets = 0
drt-vias-per-instance = 6.02
drtIter0Drc = 771
vias = 10087
drtPass1Iterations = 9
postRouteWirelength_um = 40100
avgRoutedWirePerCell_um = 23.9
drc = 0

[timing]
untimed_endpoints = 278
slew_headroom_pct = 34.3
rsz0062_at_grt = no
setup_tns_ns = 0
finalHoldViolCount = 0
fmax_mhz = 1720
drv_slew = 0
worst_pin_slew_ns = 0.976
fin_crit_sh_pct = 58.1
timing.hold.ws_ns = 0.351
setup_viol = 0
worst_clock_skew_ns = 0.00324
unclocked_pins = 169
min_period_ns = 0.581

[global_routing]
grt-ovfl-total = 0
grt.total_usage_pct = 28.2
antenna_found_initial = 0
grt_first_pass_wirelength_um = 60900
grt_start_max_net_pins = 89
grt_pass1_vias = 9777

[flow_run]
warning_count = 31
cap_violations = 0

[finish]
drive_gt1_share_pct = 6.82
lay_top_cells = edfxtp_1, nor2_1, nand2_1
layout_top_cell = edfxtp_1
area_growth_pct = 7.56
utilization_pct = 43.9
fillers = 2826

[pwr]
leakage_nw = 4.34
p_per_area_nw_per_um2 = 69.9
ir_drop_mv = 1.04

[die]
rows = 62
die_x_um = 173
chip_area_sq_um = 30100
initial_core_util_pct = 40.8
io_pins = 20
core-area_sq_um = 28800
die_y_um = 173

[clock_network]
cts_max_level = 1
clockRootBuffer = clkbuf_16
clk_pin_slew_ns = 0.03
post_cts_resized = 0
cts.path.max_buffers = 2
cts_hold_buf = 0
cts_tree = built
clkLatencyLatePin_ns = 0.22
cts_setup_buffers = 0
cts-buffers-inserted = 3

[status]
outcome = finished, final reports clean

[placed_design]
gp_routability_congestion = 1.04
io_buffers = 19
dp_hpwl_um = 30000

[hold_path]
hp-class = reg -> reg
[power breakdown]
part	switching (mW)	internal, mW	total [mW]
Clock	0.108	0.526	0.634
Combinational	0.0768	0.0381	0.115
Sequential	0	0.135	0.135
[worst paths after layout]
| path | start | to | slack, ns | cells past startpoint |
|---|---|---|---|---|
| min reg2reg | cnt[1] | clk_25mhz | 0.35 | 0 |
| max | cnt[0] | cnt[1] | 0.42 | 1 |
| min | cnt[1] | clk_25mhz | 0.35 | 0 |
| max reg2reg | cnt[0] | cnt[1] | 0.42 | 1 |
[area by class of cell]
cell class | instances | area (sq um) | share of cell area (%)
tap | 384 | 480 | 3.80
sequential | 172 | 4720 | 37.3
antenna | 1 | 2.50 | 0.0198
timing repair buffer | 60 | 498 | 3.94
inverter | 35 | 131 | 1.04
multi-input combinational | 1020 | 6730 | 53.3
clock buffer | 4 | 78.8 | 0.624
[through the flow]
stage | power [mW] | cell area, sq um | worst slack, ns | cells
4_1_cts | 0.897 | 12600 | 0.414 | 1675
5_1_grt | 0.922 | 12600 | 0.403 | 1675
3_3_place_gp | 0.250 | 12600 | 0.425 | 1671
6_report | 0.884 | 12600 | 0.419 | 1676
2_1_floorplan | 0.211 | 11900 | 0.446 | 1300
3_5_place_dp | 0.253 | 12600 | 0.428 | 1671
[cell usage after synthesis (all sizes together) (13+ instances only)]
library cell / number / area (sq um)
edfxtp: 123 / 3690
nor2: 122 / 458
nand2: 97 / 364
a21oi: 95 / 479
o21ai: 88 / 444
mux2i: 59 / 591
xnor2: 47 / 412
clkbuf: 45 / 169
dfxtp: 41 / 821
nor3: 41 / 221
xor2: 41 / 359
nand3: 40 / 200
ha: 39 / 488
inv: 35 / 131
buf: 28 / 160
and3: 24 / 150
a21o: 19 / 143
a211oi: 18 / 140
nand2b: 16 / 100
o211ai: 16 / 120
o21a: 16 / 120
or3: 15 / 93.8
a31oi: 14 / 93.8
nor4: 13 / 93.8
o2bb2ai: 13 / 120
[flip-flops by register name, indices dropped and copies added (netlist names)]
register         cells
frame_timer         13
vsync_prev           1
vga.hcount          10
gpu.pc.pc_addr       8
cnt                  2
vga.vcount          10
gpu.v1.reg_mmry    123
btn_accum            4
clk_25mhz            1
[cells by family (layout without fill, tap and decap cells)]
group / after synthesis / in the layout / share of synthesized area [%]
and+or+nand+nor: 427 / 427 / 17.9
xor gates and xnor gates: 89 / 89 / 6.75
adders and majority gates: 44 / 44 / 5.00
DFF: 172 / 172 / 40.1
AOI/OAI and AO/OA: 364 / 364 / 20.3
muxes: 68 / 68 / 5.98
other: 1 / 29 / 0.0319
buffers and inverters: 108 / 99 / 3.92
[per-layer routing]
metal	track usage [%]	up-vias	routed length, um
li1	-	4733	-
met1	40.7	4802	16500
met2	42.7	460	17900
met3	7.81	92	4050
met4	8.74	0	1530
met5	0	-	0
Power figures rest on the tool's default switching activity, not on a simulated workload.
