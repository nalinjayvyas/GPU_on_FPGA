==> design.v <==
module basys3_wrapper(
    input  wire clk,          
    input  wire btnC,         
    output wire [3:0] vgaRed,
    output wire [3:0] vgaGreen,
    output wire [3:0] vgaBlue,
    output wire Hsync,
    output wire Vsync
);
    reg [1:0] clk_counter = 0;
    reg clk_25mhz_int = 0;
    always @(posedge clk) begin
        clk_counter <= clk_counter + 1;
        clk_25mhz_int <= clk_counter[1];
    end
    wire [7:0] core_r, core_g, core_b;
    wire core_hsync, core_vsync;
    top_gpu gpu_core (
        .clk_25mhz(clk_25mhz_int),
        .rst(btnC),                
        .hsync(core_hsync),
        .vsync(core_vsync),
        .vga_r(core_r),
        .vga_g(core_g),
        .vga_b(core_b)
    );
    assign Hsync = core_hsync;
    assign Vsync = core_vsync;
    assign vgaRed   = core_r[7:4];
    assign vgaGreen = core_g[7:4];
    assign vgaBlue  = core_b[7:4];
endmodule
module pixel_pipeline(
    input  wire        clk,
    input  wire        valid_quad,
    input  wire [31:0] R_quad,
    input  wire [31:0] G_quad,
    input  wire [31:0] B_quad,
    output reg  [7:0]  R,
    output reg  [7:0]  G,
    output reg  [7:0]  B,
    output reg         valid_pix
);
    reg [1:0] idx = 0;
    always @(posedge clk) begin
        if (valid_quad)
            idx <= 0;
        else
            idx <= idx + 1;
        R <= R_quad[31 - idx*8 -: 8];
        G <= G_quad[31 - idx*8 -: 8];
        B <= B_quad[31 - idx*8 -: 8];
        valid_pix <= valid_quad || (idx != 0);
    end
endmodule
module shader_core #(
    parameter BITS_X = 9,
    parameter BITS_Y = 8
)(
    input  wire clk,
    input  wire [BITS_X-1:0] px_x_base,
    input  wire [BITS_Y-1:0] px_y,
    input  wire valid_in,
    output reg [31:0] R_quad,    
    output reg [31:0] G_quad,
    output reg [31:0] B_quad,
    output reg        valid_out
);
    integer i;
    reg [7:0] Rtmp[0:3];
    reg [7:0] Gtmp[0:3];
    reg [7:0] Btmp[0:3];
    always @(posedge clk) begin
        if (valid_in) begin
            for (i = 0; i < 4; i++) begin
                Rtmp[i] = (px_x_base + i) >> 2;
                Gtmp[i] = px_y >> 1;
                Btmp[i] = (px_x_base + i) ^ px_y;
            end
            R_quad <= {Rtmp[0], Rtmp[1], Rtmp[2], Rtmp[3]};
            G_quad <= {Gtmp[0], Gtmp[1], Gtmp[2], Gtmp[3]};
            B_quad <= {Btmp[0], Btmp[1], Btmp[2], Btmp[3]};
            valid_out <= 1;
        end else begin
            valid_out <= 0;
        end
    end
endmodule
module top_gpu(
    input  wire clk_25mhz,
    input  wire rst,
    output wire hsync,
    output wire vsync,
    output wire [7:0] vga_r,
    output wire [7:0] vga_g,
    output wire [7:0] vga_b
);
    wire [9:0] px_x;
    wire [8:0] px_y;
    wire visible;
    vga_controller vga(
        .clk(clk_25mhz),
        .rst(rst),
        .hsync(hsync),
        .vsync(vsync),
        .px_x(px_x),
        .px_y(px_y),
        .visible(visible)
    );
    wire [31:0] R_quad, G_quad, B_quad;
    wire        valid_quad;
    wire [8:0] shader_x_base = px_x[8:0] & 9'h1FC;
    shader_core shader(
        .clk(clk_25mhz),
        .px_x_base(shader_x_base),
        .px_y(px_y),
        .valid_in(visible),
        .R_quad(R_quad),   
        .G_quad(G_quad),   
        .B_quad(B_quad),   
        .valid_out(valid_quad)
    );
    wire [7:0] R_pix, G_pix, B_pix;
    wire       valid_pix;
    pixel_pipeline pipe(
        .clk(clk_25mhz),
        .valid_quad(valid_quad),
        .R_quad(R_quad),
        .G_quad(G_quad),
        .B_quad(B_quad),
        .R(R_pix),
        .G(G_pix),
        .B(B_pix),
        .valid_pix(valid_pix)
    );
    assign vga_r = visible ? R_pix : 8'h00;
    assign vga_g = visible ? G_pix : 8'h00;
    assign vga_b = visible ? B_pix : 8'h00;
endmodule
`timescale 1ns / 1ps
module vga_controller(
    input  wire clk,            
    input  wire rst,
    output reg  hsync,
    output reg  vsync,
    output wire [9:0] px_x,     
    output wire [8:0] px_y,     
    output wire visible
);
    localparam H_VISIBLE = 640;
    localparam H_FRONT   = 16;
    localparam H_SYNC    = 96;
    localparam H_BACK    = 48;
    localparam H_TOTAL   = 800;
    localparam V_VISIBLE = 480;
    localparam V_FRONT   = 10;
    localparam V_SYNC    = 2;
    localparam V_BACK    = 33;
    localparam V_TOTAL   = 525;
    reg [9:0] hcount = 0;
    reg [9:0] vcount = 0;
    always @(posedge clk) begin
        if (rst) begin
            hcount <= 0;
            vcount <= 0;
        end else begin
            if (hcount == H_TOTAL-1) begin
                hcount <= 0;
                if (vcount == V_TOTAL-1)
                    vcount <= 0;
                else
                    vcount <= vcount + 1;
            end else begin
                hcount <= hcount + 1;
            end
        end
    end
    always @(*) begin
        hsync = ~((hcount >= H_VISIBLE + H_FRONT) && (hcount < H_VISIBLE + H_FRONT + H_SYNC));
        vsync = ~((vcount >= V_VISIBLE + V_FRONT) && (vcount < V_VISIBLE + V_FRONT + V_SYNC));
    end
    assign visible = (hcount < H_VISIBLE) && (vcount < V_VISIBLE);
    assign px_x = hcount[9:1]; 
    assign px_y = vcount[8:1];
endmodule
==> run.sh <==
#!/bin/bash
# OpenROAD 26Q1-2900-gdf79404cd8, Yosys 0.63+post, stock flow scripts
make -C /OpenROAD-flow-scripts/flow DESIGN_CONFIG=/design/flow/config.mk WORK_HOME=/design/flow/orfs finish
==> config.mk <==
export PLATFORM = sky130hd
export DESIGN_NAME = basys3_wrapper
export DESIGN_NICKNAME = basys3_wrapper
export VERILOG_FILES = /design/flow/design.v
export SDC_FILE = /design/flow/constraint.sdc
export NUM_CORES = 4
export LEC_CHECK = 1
export CORE_UTILIZATION = 40
==> constraint.sdc <==
current_design basys3_wrapper

set clk_period 1.2
set clk_io_pct 0.2

create_clock -name clk0 -period $clk_period [get_ports {clk}]

set non_clock_inputs [all_inputs -no_clocks]
set_input_delay [expr $clk_period * $clk_io_pct] -clock clk0 $non_clock_inputs
set_output_delay [expr $clk_period * $clk_io_pct] -clock clk0 [all_outputs]
==> run summary <==
The layout was made with Yosys and OpenROAD.

The count of unclocked register or latch pins is between 40 and 50. For the pin with the worst max-slew slack, the measured transition is 0.5460 ns. The share of total power in the clock network is a little over two thirds. Averaged over all synthesized cells, the footprint is 10.35 um^2.

The leakage power in the latest report is 0.7894 nW. The relative slew slack is a little over three fifths. Per the OpenROAD power report, switching power amounts to 0.07020 mW. Per the breakdown, switching nets consume between 15 and 20% of all power. The final weighted congestion recorded by global placement is between 0.8 and 0.9. The required time reported for the critical path endpoint is 1.30 ns.

The count of buffer and inverter cells on the critical path is 0. The buffer_ports step reported a buffer count of 13. Internal power comes to ~0.33 mW. VDD sags by at most 438.2 uV.

The placement row count is 24. Counting the warning lines in the Yosys log gives 8. For this run, design rule violations remaining after detail routing come to 0. The width of the chip is 69.86 um. The flow reports an fmax of 1758 MHz.

The worst hold slack after final layout is 0.3598 ns. In this run, post-CTS repair resized a total of 0 instances. The library cell used most frequently in the layout, excluding fill and tap cells, is dfxtp_1. The average wire per standard cell is around 10 um. The cell type of the slowest stage on the worst timing path is dfxtp_1.

The uppermost metal layer occupied by signal nets is met4. The number of global-route vias before repair came to 1,000. The count of nets left with antenna violations once routing finished came out at 0. The post-CTS setup repair buffer count is 0. The routed length on met3 is 36 um. Yosys reports a chip area of approximately 0.0018 mm^2. The detailed-routing iteration count for the pre-antenna-repair pass is 4. In this run the deepest clock path goes through 2 buffers. The half-perimeter wire length after placement is between 1500 and 2000 um.

The pin count of the biggest net entering global routing is 44. The cell count after synthesis is approximately 180. The tree is rooted in a clkbuf_8. The register bit count reported by yosys is approximately 46.

Leaving out fill and tap cells, the most frequent cells in the layout are dfxtp_1, and2_1, nor2_1. The detailed router reports a met2 wire length of 1095 um. The number of flops mapped to enable cells by yosys is 10. The routed metal-1 wire length is 1262 um.

The delay of the slowest cell on the worst path is about 0.31 ns. The timing report attributes the biggest portion of critical-path delay to flip-flops. The nature of the critical path startpoint is a register. For this design, the CTS-stage hold fixing added 0 buffers. The DRC violation total after the first TritonRoute iteration is 36.

The report counts max-capacitance violations totalling 0. The effective utilization at floorplan is 42.01%. Per report_power, the combinational group accounts for 4.4% of the total. According to the floorplan report, the total die area is 0.004880 mm^2. According to the timing report, the arrival time at the worst endpoint equals 0.67 ns. The number of vias per cell is roughly 4.7. The number of unconstrained endpoints is between 60 and 70. The CTS tree is built. The yosys stat cell total is 178. The vias after detailed routing is 1,145. As reported, the later end of the worst-skew pair has a clock insertion delay of 0.21 ns.

The area growth from synthesis to layout is 11.62%. STA classifies the critical path endpoint as a register. The area of the mapped netlist is about 0.0018 mm^2.

CTS built an H-tree with a depth of 1. The flow ran to the end, and the final reports show no timing, DRC or antenna violations. After clock tree synthesis, the clock-pin slew on the worst setup and hold paths is roughly 0.03 ns. Hold-check failures listed in the final report amount to 0.

The final tally of setup violations is 0. The leftover overflow at the end of global routing is 0. Setup repair after global routing left no endpoint under its margin.

The portion of the post-synthesis area used by sequential elements is 55.43%. The global-route wire length before repair is about 4400 um. The post-layout period usage of the worst path is 47.41%.

The area of the core region is 0.004384 mm^2. Between clock sinks in the finished design, the worst skew comes to 0.001321 ns. The netlist uses 31 different library cells. The power per cell area is 195.8 mW/mm^2. The signal on the critical path passes through xor2_1. The overall fraction of global-route tracks in use is 10.94%. The wire length after detailed routing is 2409 um.

Measured along the y axis, the die boundary spans 69.86 um. The number of CTS-inserted buffers is 3. The dominant register cell in the synthesized netlist is dfxtp_1. The minimum period implied by the final worst setup slack is 0.5689 ns. The share of synthesized registers carrying an async set or reset is 0%. Of all nets on the critical path, the largest fanout is 2. The portion of total power attributed to sequential cells is between 20% and 30%. In the final layout, the share of cells above drive strength 1 is under 10%. The tally of OpenROAD warnings is 28. Max-slew check failures listed in the final report amount to 0. The number of antenna violations at the first check in global routing is 0. The worst setup path is of the register to register kind. In the final timing run, aggregate negative setup slack is 0 ns. 16 I/O pins were placed.

In this run the worst hold path is classified as register to register. The number of antenna diodes in the final layout is 0.
-- power groups by stage --
| stage | clock (mW) | combinational, mW | sequential, mW |
|---|---|---|---|
| 4_1_cts | 0.291 | 0.0181 | 0.101 |
| 5_1_grt | 0.307 | 0.0202 | 0.101 |
| 6_report | 0.284 | 0.0176 | 0.101 |
-- Yosys cell counts, types with 5 or more instances --
library cell | count | area [um^2]
nand2_1 | 6 | 22.52
nand4_1 | 5 | 31.28
dfxtp_1 | 36 | 720.7
clkbuf_1 | 5 | 18.77
xnor2_1 | 5 | 43.79
or3_1 | 7 | 43.79
nand3_1 | 7 | 35.03
a21oi_1 | 6 | 30.03
and2_1 | 20 | 125.1
edfxtp_1 | 10 | 300.3
nor2_1 | 17 | 63.81
xor2_1 | 12 | 105.1
inv_1 | 9 | 33.78
ha_1 | 5 | 62.56
o21ai_0 | 6 | 30.03
-- registers in the layout (all words and copies together), names as in the netlist --
name                       cells
clk_25mhz_int                  1
clk_counter                    2
gpu_core.pipe.B                4
gpu_core.pipe.G                3
gpu_core.pipe.R                3
gpu_core.pipe.idx              2
gpu_core.shader.B_quad         4
gpu_core.shader.G_quad         3
gpu_core.shader.R_quad         3
gpu_core.shader.valid_out      1
gpu_core.vga.hcount           10
gpu_core.vga.vcount           10
-- area by class of cell --
| type | instances | area (um^2) |
|---|---|---|
| Fill cell | 408 | 2328 |
| Sequential cell | 46 | 1021 |
| Multi-Input combinational cell | 116 | 745.7 |
| Timing Repair Buffer | 15 | 145.1 |
| Tap cell | 52 | 65.06 |
| Clock buffer | 4 | 45.04 |
| Inverter | 9 | 33.78 |
-- cell families (layout without fill, tap and decap cells) --
kind of cell | after synthesis | count (layout) | share of synthesized area [%]
buffers and inverters | 17 | 28 | 4.280
other | 1 | 2 | 0.2036
and+or+nand+nor | 77 | 77 | 23.64
DFF | 46 | 46 | 55.43
adders and majority gates | 5 | 5 | 3.397
AOI/OAI and AO/OA | 13 | 13 | 3.872
muxes | 2 | 2 | 1.087
xor gates and xnor gates | 17 | 17 | 8.084
-- routing by layer --
layer | vias to the layer above | track usage (%)
met1 | 510 | 18.54
met5 | - | 0
met4 | 0 | 1.556
li1 | 613 | -
met2 | 20 | 16.99
met3 | 2 | 0.5839
-- worst paths after layout --
check	from	cells after the start	slack, ns	endpoint
setup / recovery	clk_counter[0]	1	0.63	clk_counter[1]
setup reg to reg	clk_counter[0]	1	0.63	clk_counter[1]
hold reg to reg	clk_counter[1]	0	0.36	clk_25mhz_int
hold / removal	clk_counter[1]	0	0.36	clk_25mhz_int
-- through the flow --
stage	std cells	setup slack, ns	instance area [um^2]	power (mW)	utilization (%)
after global placement	238	0.6359	2011	0.1197	45.86
after global routing	242	0.6044	2056	0.4274	46.89
final	242	0.6311	2056	0.4026	46.89
after detailed placement	238	0.6311	2011	0.1200	45.86
after CTS	242	0.6291	2056	0.4095	46.89
after floorplan	179	0.6458	1846	0.1154	-
Power figures rest on the tool's default switching activity, not on a simulated workload.
